$ cat run.sh
#!/bin/bash
# OpenROAD 26Q1-2900-gdf79404cd8, Yosys 0.63+post, stock flow scripts
make -C /OpenROAD-flow-scripts/flow DESIGN_CONFIG=/design/flow/config.mk WORK_HOME=/design/flow/orfs finish
$ cat config.mk
export PLATFORM = sky130hd
export DESIGN_NAME = controller
export DESIGN_NICKNAME = controller
export VERILOG_FILES = /design/flow/design.v
export SDC_FILE = /design/flow/constraint.sdc
export NUM_CORES = 4
export LEC_CHECK = 1
export CORE_AREA = 10 10 80 80
export DIE_AREA = 0 0 90 90
$ cat constraint.sdc
current_design controller

set clk_period 1.0
set clk_io_pct 0.2

create_clock -name clk0 -period $clk_period [get_ports {clock}]

set non_clock_inputs [all_inputs -no_clocks]
set_input_delay [expr $clk_period * $clk_io_pct] -clock clk0 $non_clock_inputs
set_output_delay [expr $clk_period * $clk_io_pct] -clock clk0 [all_outputs]
$ cat design.v
`timescale 1 ns/1 ns
module fsm(
	input [2:0] system_token,
	input request,
	input [7:0] TimeData,
	input RST,
	input CLK,
	input confirm,
	input [2:0] user_token,
	output reg RegP,
	output reg RegQ
	);
  reg [2:0] Prestate, Nextstate;
  parameter A = 3'b000 , B = 3'b001 , C = 3'b101 , E = 3'b111 , D = 3'b110;
   always @ (posedge CLK or negedge RST)
      if (~RST) Prestate = A;  
      else Prestate = Nextstate; 
   always @ (Prestate or confirm or request or TimeData or system_token or user_token)     
         case (Prestate)
            A: if (~request) Nextstate = A;
					 else Nextstate = B;	 
            B: if(~request) Nextstate = A;  
					 else if (request & ~confirm) Nextstate = B;  
                else if(request & confirm & system_token == user_token) Nextstate = C;
                else if(request & confirm & system_token != user_token) Nextstate = E;
            C: if(~request) Nextstate = A;  
					 else if (request & ~confirm) Nextstate = C;  
					 else if (request & confirm) Nextstate = D;  
            E: if(~request) Nextstate = A; 
					 else Nextstate = E; 
				D: if( ~request)  Nextstate = A; 
					 else if(request & TimeData == 8'b1111xxxx) Nextstate = A;
					 else if(request & TimeData != 8'b1111xxxx)  Nextstate = A;
         endcase
	always @ (Prestate or confirm or request or TimeData)
         case (Prestate)
            A: begin
				RegP=1'b0 ;
				RegQ=1'b0 ;
				end
            B: begin
				RegP=1'b0 ;
				RegQ=1'b0;
				end
            C: begin
				RegP=1'b0 ;
				RegQ=1'b0;
				end
            E: begin
				RegP=1'b0 ;
				RegQ=1'b0 ;
				end
            D: begin
				if (TimeData[7] & TimeData[6] & TimeData[5] & TimeData[4]) begin RegP=1'b1; RegQ=1'b0; end
				    else begin RegP=1'b0; RegQ=1'b1; end
				 end
         endcase
endmodule
module controller(
	input [2:0] system_token,
	input request,
	input [7:0] TimeData,
	input reset,
	input clock,
	input confirm,
	input [2:0] user_token,
	output [7:0] data_Q,
	output [7:0] data_P
	);
  wire RegP;
  wire RegQ;
  fsm fsm1(system_token, request, TimeData, reset, clock, confirm, user_token, RegP, RegQ);
  register regP(TimeData, clock, reset, RegP, data_P);
  register regQ(TimeData, clock, reset, RegQ, data_Q);
endmodule
`timescale 1 ns/1 ns
module register(
	input [7:0] D,
	input CLK, 
	input RST,
	input en,
	output reg [7:0] Q
	);
	always @(posedge CLK)
		if (~RST)
		begin
			Q <= 8'b0;
		end else if (en)
		begin
			Q <= D;
		end
endmodule
==> flow_metrics.env <==
# implementation run metrics
export IMPL_tightest_slew_ns=0.511
export IMPL_r2r_end="regQ.Q[5]"
export IMPL_drv_slew=0
export IMPL_preCtsSetupSlack_ns=-0.0560
export IMPL_crit_required_ns=0.80
export IMPL_grt_usage_pct=5.03
export IMPL_port_buffers=33
export IMPL_via_per_inst=3.52
export IMPL_rr_worst_depth=3
export IMPL_combPwrFrac_pct=9.1
export IMPL_drive_above_1_share_pct=23.9
export IMPL_fin_skew_ns=0
export IMPL_fin_ws_ns=0.0341
export IMPL_grt_ovfl_total=0
export IMPL_syn2layout_area_growth_pct=57.1
export IMPL_coreArea_um2=4720
export IMPL_clk_path_buf_depth=2
export IMPL_die_height_um=90
export IMPL_h_tree_depth=1
export IMPL_cap_violations=0
export IMPL_untimed_endpoints=8
export IMPL_wl_per_cell_um=11.0
export IMPL_routabilityCongestion=0.711
export IMPL_rsz0062_at_grt="false"
export IMPL_die_w_um=90
export IMPL_hpwl_um=1700
export IMPL_critPathMaxStageDelay_ns=0.34
export IMPL_insertedDiodeCount=0
export IMPL_min_path_type="in2async"
export IMPL_p_leak_uw=0.000490
export IMPL_synth_area_um2=883
export IMPL_num_rows=25
export IMPL_run_status="finished clean"
export IMPL_worstReg2RegStart="regQ.Q[5]"
export IMPL_grt_max_degree=12
export IMPL_path_cells="clkdlybuf4s15_1"
export IMPL_fmax_mhz=1040
export IMPL_grt_pass1_wl_um=3430
export IMPL_fp_util_pct=18.7
export IMPL_final_area_um2=1390
export IMPL_p_sw_share_pct=19.5
export IMPL_clock_latency_ns=0.24
export IMPL_grt_antenna_before_repair=0
export IMPL_unclocked_regs=5
export IMPL_vdd_drop_max_mv=0.309
export IMPL_die_area_um2=8100
export IMPL_rrSetupSlack_ns=0.28
export IMPL_cts_hold_fix_buffers=0
export IMPL_final_hold_viol_count=0
export IMPL_cts_root_buf="clkbuf_8"
export IMPL_drcViolationCount=0
export IMPL_max_slew_margin_pct=65.9
export IMPL_cts_inserted_buffers=3
export IMPL_netlist_instances=78
export IMPL_fin_crit_ns=0.966
export IMPL_cp_buffers_inverters=1
export IMPL_p_seq_share_pct=54.5
export IMPL_yosys_warnings=2
export IMPL_ys_chip_area_um2=883
export IMPL_synth_cell_type_count=19
export IMPL_crit_arrival_ns=0.77
export IMPL_endpoint_kind="output pin"
export IMPL_crit_type="reg2out"
export IMPL_setup_violations=0
export IMPL_openroad_warnings=25
export IMPL_power_density_nw_per_um2=1010
export IMPL_p_total_uw=1400
export IMPL_slowest_stage="dfxtp_2"
export IMPL_via_count=648
export IMPL_io_pins=34
export IMPL_critical_path_top_delay_family="flip-flops"
export IMPL_ys_cells=78
export IMPL_switchingPower_uw=272
export IMPL_first_pass_iters=2
export IMPL_first_iter_violations=15
export IMPL_ys_ff=24
export IMPL_period_used_pct=96.6
export IMPL_routed_wl_um=2020
export IMPL_ant_nets=0
export IMPL_post_dp_cell_area_um2=1310
export IMPL_p_int_uw=1130
export IMPL_avgSynthCellArea_um2=11.3
export IMPL_crit_fanout=2
export IMPL_fillCellCount=468
export IMPL_startpoint_type="register"
export IMPL_cts_tree="built"
export IMPL_grt_pass1_vias=710
export IMPL_power_frac_clock_pct=36.4
export IMPL_path_clk_slew_ns=0.07
-- metrics by stage --
step / setup TNS, ns / cells / hold slack, ns / util, %
after floorplan: 0 / 78 / -0.0956 / -
after global placement: -0.580 / 178 / 0.499 / 27.7
after detailed placement: -0.834 / 178 / 0.510 / 27.7
after CTS: 0 / 184 / 0.387 / 29.4
after global routing: 0 / 184 / 0.401 / 29.4
final: 0 / 184 / 0.385 / 29.4
-- area by class of cell --
| type | count | area (µm²) | share of cell area, % |
|---|---|---|---|
| flip-flops and latches | 24 | 490 | 35.3 |
| well taps | 67 | 83.8 | 6.04 |
| clock inverters | 1 | 5.00 | 0.361 |
| repair buffers | 38 | 368 | 26.5 |
| multi-input cells | 51 | 399 | 28.8 |
| clock buffers | 3 | 41.3 | 2.98 |
-- cells by family after synthesis --
family	count (synthesis)	synth area share, %
compound gates	2	1.84
xor+xnor	3	2.98
buf+inv	3	1.56
flops	19	44.8
latches	5	8.50
mux	19	22.1
simple gates	27	18.3
-- what timing repair did --
action,in CTS,in global routing
gates resized,48,0
setup endpoints to repair,16,0
setup buffers,2,0
-- synthesized netlist by cell type --
master / count / area share (%)
a21boi_2: 1 / 1.3
a21oi_1: 1 / 0.57
buf_2: 2 / 1.1
clkbuf_1: 1 / 0.42
dfrtp_1: 3 / 8.5
dfxtp_1: 16 / 36
dlxtn_1: 5 / 8.5
mux2_4: 1 / 1.7
mux2i_1: 18 / 20
nand2_1: 1 / 0.42
nand2b_1: 1 / 0.71
nand3b_1: 1 / 0.85
nand4_1: 1 / 0.71
nor2_1: 3 / 1.3
nor2b_1: 17 / 12
nor2b_2: 1 / 0.99
nor3_1: 1 / 0.57
nor4_1: 1 / 0.71
xor2_1: 3 / 3.0
-- how the worst max path moves through the flow --
stage	from	endpoint	slack [ns]	cells past startpoint
finish	regP.Q[5]	data_P[5]	0.03	1
CTS	regP.Q[5]	data_P[5]	0.02	1
global route	regQ.Q[5]	data_Q[5]	0.001	1
-- power by group through the flow --
stage	clock network, µW	logic [µW]	registers [µW]
final	509	127	763
after global routing	572	137	762
after CTS	531	129	763
-- flip-flops by register name, indices dropped and copies added (netlist names) --
signal / count
fsm1.RegP: 1
fsm1.Nextstate: 3
regQ.Q: 8
fsm1.RegQ: 1
regP.Q: 8
fsm1.Prestate: 3
-- layer usage --
layer	global-route usage [%]	share of wire, %	vias to the layer above
met5	0	0	-
met4	0.531	0	0
met3	1.84	6.4	0
met2	7.57	44	20
met1	6.97	49	289
li1	-	-	339
-- layout by cell type, fill, tap and decap left out, drive strengths merged, types with 3 or more instances in the layout --
cell           instances
nor2b                 18
clkdlybuf4s50         17
mux2i                 18
clkdlybuf4s15         16
dfrtp                  3
dfxtp                 16
clkbuf                 3
xor2                   3
buf                    5
dlxtn                  5
nor2                   3
-- tightest hold or removal path: cells and delay by family --
kind	cells	cell delay [ns]
buffers and inverters	3	0.76
Power is estimated from default activity; no workload was simulated.
